===== design/flow/design.v =====
`timescale 1ns / 1ps
module ID(input clk,
input [31:0] PC_ID,INSTRUCTION_ID,
input RegWrite_WB,
input [31:0] ALU_DATA_WB,
input [4:0] RD_WB,
output [31:0] IMM_ID,
output [31:0] REG_DATA1_ID,REG_DATA2_ID,
output [2:0] FUNCT3_ID,
output [6:0] FUNCT7_ID,
output [6:0] OPCODE_ID,
output [4:0] RD_ID,
output [4:0] RS1_ID,
output [4:0] RS2_ID
);
registers regg(clk,RegWrite_WB,INSTRUCTION_ID[19:15],INSTRUCTION_ID[24:20],RD_WB,ALU_DATA_WB,REG_DATA1_ID,REG_DATA2_ID);
imm_gen imm(INSTRUCTION_ID,IMM_ID);
assign PC_ID_out = PC_ID;
assign OPCODE_ID =INSTRUCTION_ID[6:0];
assign RD_ID = INSTRUCTION_ID[11:7];
assign FUNCT3_ID = INSTRUCTION_ID[14:12];
assign RS1_ID = INSTRUCTION_ID[19:15];
assign RS2_ID = INSTRUCTION_ID[24:20];
assign FUNCT7_ID = INSTRUCTION_ID[31:25];
endmodule
`timescale 1ns / 1ps
module imm_gen(input[31:0] in,
                output reg [31:0] out);
    integer i;
    always@(in)
    begin
        if (in[6:0] == 7'b0000011) 
            begin
                for(i = 0; i < 21; i = i + 1) begin
                    out[11 + i] = in[31];   
                end 
                out[10:5] = in[30:25];
                out[4:1] = in[24:21];
                out[0] = in[20];
            end
          else if(in[6:0] == 7'b0010011) 
          begin
                for(i = 0; i < 21; i = i + 1) begin
                    out[11 + i] = in[31];   
                end
                out[10:5] = in[30:25];
                out[4:1] = in[24:21];
                out[0] = in[20];
          end
         else if (in[6:0] == 7'b0100011) 
         begin
                for(i = 0; i < 21; i = i + 1) begin
                    out[11 + i] = in[31];   
                end 
            out[10:5] = in[30:25];
            out[4:1] = in[11:8];
            out[0] = in[7];
         end
         else if(in[6:0] == 7'b1100011) 
            begin
                 for(i = 0; i < 19; i = i + 1)begin
                    out[12 + i] = in[31];
                 end
                out[10:5] = in[30:25];
                out[4:1] = in[11:8];
                out[11] = in[7];
                out[0] = 0;
            end
           else  if(in[6:0] == 7'b0110011)
                begin
                    out = 0;
                end
          else
             begin
                out = in; 
          end
     end
endmodule
`timescale 1ns / 1ps
module registers(input clk,reg_write,
                input [4:0] read_reg1,read_reg2,write_reg,
                input [31:0] write_data,
                output [31:0] read_data1, read_data2);
   integer i; 
   reg [31:0] vect[31:0];
   reg [31:0] reg_out1,reg_out2;
  initial begin    
     for( i = 0; i < 32; i = i + 1) 
        begin
            vect[i] = i;
         end
    end
    always@(posedge clk)
        begin
            if(reg_write == 1)
            begin
               vect[write_reg] = write_data;
            end
        end
    always@(*)
        begin
            reg_out1 = vect[read_reg1];
            reg_out2 = vect[read_reg2];
        end
    assign read_data1 = reg_out1;
    assign read_data2 = reg_out2;
endmodule

===== design/flow/config.mk =====
export PLATFORM = sky130hd
export DESIGN_NAME = ID
export DESIGN_NICKNAME = ID
export VERILOG_FILES = /design/flow/design.v
export SDC_FILE = /design/flow/constraint.sdc
export NUM_CORES = 4
export LEC_CHECK = 1
export CORE_UTILIZATION = 40

===== design/flow/run.sh =====
#!/bin/bash
# OpenROAD 26Q1-2900-gdf79404cd8, Yosys 0.63+post, stock flow scripts
make -C /OpenROAD-flow-scripts/flow DESIGN_CONFIG=/design/flow/config.mk WORK_HOME=/design/flow/orfs finish

===== design/flow/constraint.sdc =====
current_design ID

set clk_period 6.9
set clk_io_pct 0.2

create_clock -name clk0 -period $clk_period [get_ports {clk}]

set non_clock_inputs [all_inputs -no_clocks]
set_input_delay [expr $clk_period * $clk_io_pct] -clock clk0 $non_clock_inputs
set_output_delay [expr $clk_period * $clk_io_pct] -clock clk0 [all_outputs]

==> impl_metrics.yaml <==
# synthesis and place-and-route metrics
cells_and_area:
  num-fill-cells: 10400
  register_area_um2: 30800
  final_cell_mix: "mux2i_1, edfxtp_1, nand2_1, a21oi_1"
  logic_area_um2: 17300
  drive_gt1_share_pct: 9.33
  syn_to_final_growth_pct: 15.6
sta:
  max_freq_mhz: 174
  setup_slack_ns: 1.16
  totalNegativeSetupSlack_ns: 0
  finalClockPeriodUsage_pct: 83.2
  rsz0062_at_grt: "no"
  tightest_slew_ns: 0.885
  untimed_endpoints: 2
  setup_viol: 0
  unclocked_regs: 1
  fin_crit_ns: 5.74
  finalMaxSlewViolations: 0
  slew_headroom_pct: 40.8
  hold_ws_ns: 1.52
  hold_viol: 0
logic_synthesis:
  ys.flop_type: "edfxtp_1"
  syn-cell-area_um2: 49400
  ys.flops: 1025
  syn_area_per_cell_um2: 14.0
  async_reset_ff_share_pct: 0
  ys_area_um2: 49400
  synthCells: 3527
  synth_cell_type_count: 34
  ys_cells: 3527
  synth-edff-count: 1024
  yosysWarningCount: 3
detailed_routing:
  dr.pass1.iters: 5
  via_per_inst: 5.88
  first_iter_violations: 1912
  wl_per_cell_um: 27.9
  drc: 0
  via_count: 31800
  antenna_left: 0
  wirelength_um: 151000
  n_antenna_cell: 0
global_route:
  grt_usage_pct: 25.8
  grt_max_degree: 77
  overflow: 0
  first_global_vias: 32700
  grt_pass1_wl_um: 217000
  grt_antenna_before_repair: 3
setup_path:
  cp-start-kind: "input port"
  arrival_ns: 4.36
  cp-end-kind: "primary output"
  required_ns: 5.52
  worst-setup-path-type: "in2out"
  crit_path_max_fanout: 29
floorplanning:
  pin_count: 231
  die_w_um: 354
  die-area_um2: 125000
  fp.coreArea_um2: 122000
  dieHeight_um: 354
  rows: 128
  initial_core_util_pct: 40.4
placement:
  gp_congestion: 0.869
  hpwl_um: 85600
  port_buffers: 198
  place_worst_setup_slack_ns: 1.17
clocking:
  cts_resized: 0
  post_cts_buffers: 0
  htree_levels: 3
  clkTransAtPathRegs_ns: 0.06
  cts_tree: "yes"
  cts_buffers: 107
  clockBufferDepth: 3
  hold_buffers: 0
  cts-root-buf: "clkbuf_16"
pwr:
  p_per_area_nw_per_um2: 249
  leakagePower_nw: 21.0
  ir_drop_uv: 191
job:
  log.warning_count: 58
  cap_violations: 0
hold_path:
  hp-class: "in2reg"
status:
  status: "finished clean"
cell usage after synthesis (65+ instances only):
master	count	area, um^2
edfxtp_1	1024	30700
mux2i_1	1024	10200
nand2_1	242	908
a21oi_1	200	1000
a22oi_1	197	1480
nand3_1	197	986
a22o_1	129	1130
buf_4	112	841
clkbuf_1	81	304
buf_2	76	380
nor3_1	66	330
a31oi_1	65	407
path summary, 6_finish.rpt:
kind / end / cells after the start / startpoint / slack, ns
setup / recovery: REG_DATA2_ID[4] / 8 / INSTRUCTION_ID[20] / 1.16
hold / removal: regg.vect[8][19] / 2 / ALU_DATA_WB[19] / 1.52
state kept, by name, indices dropped and copies added (netlist names):
register   cells
regg.vect   1024
imm.out        1
critical path, cell delays in order:
cell	delay (ns)
clkdlybuf4s50_1	0.72
and2_4	0.50
buf_4	0.53
a22o_1	0.23
nor3_1	0.05
a31oi_1	0.23
nand3_1	0.18
clkdlybuf4s50_1	0.47
layout make-up:
| type | instances | share of cell area [%] |
|---|---|---|
| clock buffers | 137 | 4.96 |
| clock inverters | 60 | 1.29 |
| inverters | 3 | 0.0197 |
| multi-input cells | 2207 | 30.2 |
| flip-flops and latches | 1025 | 53.9 |
| well taps | 1625 | 3.56 |
| repair buffers | 350 | 6.10 |
stage by stage:
| step | util, % | power, mW | instance area, um^2 | instances |
|---|---|---|---|---|
| 6_report | 46.7 | 14.2 | 57100 | 5407 |
| 5_1_grt | 46.7 | 14.6 | 57100 | 5407 |
| 4_1_cts | 46.7 | 14.3 | 57100 | 5407 |
| 3_5_place_dp | 43.8 | 8.44 | 53600 | 5210 |
| 3_3_place_gp | 43.8 | 8.44 | 53600 | 5210 |
| 2_1_floorplan | - | 7.81 | 49400 | 3527 |
power by group:
part	internal, mW	switching, mW
clock network	3.55	2.36
registers	6.92	0.0286
logic	0.549	0.815
routing by layer:
| metal | global-route usage [%] | wire length [um] |
|---|---|---|
| met1 | 33.3 | 55500 |
| met2 | 38.4 | 69300 |
| met3 | 15.6 | 21700 |
| met4 | 5.78 | 4060 |
| met5 | 1.74 | 324 |
cells by family (layout without fill, tap and decap cells):
group,count (synthesis),after routing,synth area share (%)
AND-OR/OR-AND,606,606,8.32
latches,1,1,0.0304
buffers and inverters,295,550,3.46
AND/OR/NAND/NOR,577,577,5.24
multiplexers,1024,1024,20.7
flip-flops,1024,1024,62.2
Power figures rest on the tool's default switching activity, not on a simulated workload.
