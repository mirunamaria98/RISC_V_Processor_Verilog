<file path="design/flow/design.v">
`timescale 1ns / 1ps
module ALU(
        input[3:0] ALUop,
        input [31:0] ina,inb,
        output reg zero,  
        output reg [31:0] out
    );
    always@(*) begin 
        if(ALUop == 4'b0010) 
        begin
            out = ina + inb;
        end
        else if(ALUop == 4'b0110)  
        begin 
            out = ina - inb;
        end
        else if(ALUop == 4'b0000)  
        begin 
            out = ina & inb;
        end
        else if(ALUop == 4'b0001)  
        begin 
            out = ina | inb;
        end
        else if(ALUop == 4'b0011)  
        begin 
            out = ina ^ inb;
        end
        else if(ALUop == 4'b0101)  
        begin 
            out = ina >> inb;
        end
        else if(ALUop == 4'b0100)  
        begin 
            out = ina << inb;
        end
        else if(ALUop == 4'b1001)  
        begin 
            out = ina >>> inb;
        end
        else if(ALUop == 4'b0111)  
        begin 
            if(ina < inb) 
                begin 
                    out = 1;
                end
            else
                begin 
                    out = 0;
                end
        end
        else if(ALUop == 4'b1000)  
        begin 
            if(ina[31:0] == 1 && inb[31:0] == 1 || ina[31:0] == 0 && inb[31:0] == 0)
                begin 
                    if(ina > inb)
                    begin
                        out = 1;
                    end
                    else
                    begin 
                        out = 0;
                    end
                end
            if(ina[31:0] == 1 && inb[31:0] == 0)
            begin
                out = 0;
            end
            if(ina[31:0] == 0 && inb[31:0] == 1)
            begin
                out = 1;
            end
        end 
    end
  always@(*) begin
    if(out == 0)
        begin
            zero = 1;
        end
     else
     begin
        zero = 0;
     end
  end
endmodule
`timescale 1ns / 1ps
module ALUcontrol(
            input [1:0]ALUop,
            input[6:0]funct7,
            input[2:0]funct3,
            output reg [3:0] ALUinput
    );
    always@(*) begin
        if(ALUop == 2'b00) 
            begin
                ALUinput[0] = 0;
                ALUinput[1] = 1;
                ALUinput[2] = 0;
                ALUinput[3] = 0;
            end
         else if(ALUop == 2'b10) 
            begin
                if(funct3 == 3'b000)
                    begin
                        if(funct7 == 7'b0000000) 
                            begin
                                ALUinput[0] = 0;
                                ALUinput[1] = 1;
                                ALUinput[2] = 0;
                                ALUinput[3] = 0;
                            end
                           else if(funct7 == 7'b0100000) 
                                begin
                                    ALUinput[0] = 0;
                                    ALUinput[1] = 1;
                                    ALUinput[2] = 1;
                                    ALUinput[3] = 0;
                                end                         
                    end
                     else if(funct3 == 3'b111 && funct7 == 7'b00000000) 
                        begin
                            ALUinput[0] = 0;
                            ALUinput[1] = 0;
                            ALUinput[2] = 0;
                            ALUinput[3] = 0;
                        end
                     else if(funct3 == 3'b110 && funct7 == 7'b00000000 ) 
                        begin
                            ALUinput[0] = 1;
                            ALUinput[1] = 0;
                            ALUinput[2] = 0;
                            ALUinput[3] = 0;
                        end
                     else if(funct3 == 3'b100 && funct7 == 7'b00000000) 
                        begin
                            ALUinput[0] = 0;
                            ALUinput[1] = 0;
                            ALUinput[2] = 1;
                            ALUinput[3] = 1;
                        end
                     else if(funct3 == 3'b101 && funct7 == 7'b00000000) 
                     begin 
                            ALUinput[0] = 0;
                            ALUinput[1] = 1;
                            ALUinput[2] = 0;
                            ALUinput[3] = 1;
                     end
                     else if(funct3 == 3'b001 && funct7 == 7'b01000000) 
                     begin 
                            ALUinput[0] = 0;
                            ALUinput[1] = 0;
                            ALUinput[2] = 1;
                            ALUinput[3] = 0;
                     end
                     else if(funct3 == 3'b101 && funct7 == 7'b01000000) 
                     begin 
                            ALUinput[0] = 1;
                            ALUinput[1] = 0;
                            ALUinput[2] = 0;
                            ALUinput[3] = 1;
                     end
                     else if(funct3 == 3'b011 && funct7 == 7'b01000000) 
                     begin 
                            ALUinput[0] = 1;
                            ALUinput[1] = 1;
                            ALUinput[2] = 1;
                            ALUinput[3] = 0;
                     end
                      else if(funct3 == 3'b010 && funct7 == 7'b01000000) 
                     begin 
                            ALUinput[0] = 0;
                            ALUinput[1] = 0;
                            ALUinput[2] = 0;
                            ALUinput[3] = 1;
                     end
            end
            else if(ALUop == 2'b01) 
                begin
                    if(funct3 == 3'b000 || funct3 == 3'b001) 
                    begin
                        ALUinput[0] = 0;
                        ALUinput[1] = 1;
                        ALUinput[2] = 1;
                        ALUinput[3] = 0;
                    end
                    else if(funct3 == 3'b100 || funct3 == 3'b101) 
                    begin
                        ALUinput[0] = 0;
                        ALUinput[1] = 0;
                        ALUinput[2] = 0;
                        ALUinput[3] = 1;
                    end
                    else if(funct3 == 3'b110 || funct3 == 3'b111) 
                    begin
                        ALUinput[0] = 1;
                        ALUinput[1] = 1;
                        ALUinput[2] = 1;
                        ALUinput[3] = 0;
                    end
                end
    end
endmodule
`timescale 1ns / 1ps
module EX(input [31:0] IMM_EX,         
          input [31:0] REG_DATA1_EX,
          input [31:0] REG_DATA2_EX,
          input [31:0] PC_EX,
          input [2:0] FUNCT3_EX,
          input [6:0] FUNCT7_EX,
          input [4:0] RD_EX,
          input [4:0] RS1_EX,
          input [4:0] RS2_EX,
          input RegWrite_EX,
          input MemtoReg_EX,
          input MemRead_EX,
          input MemWrite_EX,
          input [1:0] ALUop_EX,
          input ALUSrc_EX,
          input Branch_EX,
          input [1:0] forwardA,forwardB,
          input [31:0] ALU_DATA_WB,
          input [31:0] ALU_OUT_MEM,
          output ZERO_EX,
          output [31:0] ALU_OUT_EX,
          output [31:0] PC_Branch_EX,
          output [31:0] REG_DATA2_EX_FINAL,
          output MemRead_EX_out,
                MemtoReg_EX_out,
                 MemWrite_EX_out,
             RegWrite_EX_out,
             Branch_EX_out,
             output [4:0] rd_EX_out
          );
        wire [3:0]ALUInput;
        wire [31:0]out_mux1,out_mux2,out_mux3;
        wire [31:0]rez_addr;
        mux41 mux1(REG_DATA1_EX,ALU_DATA_WB,ALU_OUT_MEM,32'b0,forwardA,out_mux1);
        mux41 mux2(REG_DATA2_EX,ALU_DATA_WB,ALU_OUT_MEM,32'b0,forwardB,REG_DATA2_EX_FINAL);
        mux2_1 mux3(REG_DATA2_EX_FINAL,IMM_EX,ALUSrc_EX,out_mux3); 
        adder ups3(PC_EX,IMM_EX,PC_Branch_EX);
        ALUcontrol alu_control(ALUop_EX,FUNCT7_EX,FUNCT3_EX,ALUInput);
        ALU alu(ALUInput,out_mux1,out_mux3,ZERO_EX,ALU_OUT_EX);
        assign MemRead_EX_out = MemRead_EX;
        assign MemtoReg_EX_out = MemtoReg_EX;
        assign MemWrite_EX_out = MemWrite_EX;
        assign RegWrite_EX_out = RegWrite_EX;
        assign Branch_EX_out = Branch_EX;
        assign rd_EX_out = RD_EX;
endmodule
`timescale 1ns / 1ps
module adder(input [31:0] ina,inb,
             output reg [31:0] out);
    always@(*)
        begin
            out = ina + inb;
        end
endmodule
`timescale 1ns / 1ps
module mux2_1(input[31:0] ina, inb,
            input sel,
            output reg [31:0] out);
    wire[31:0] ina_aux,inb_aux;
    wire sel_neg;
  always@(*) begin  
    if(sel == 1)
    begin
        out = inb;
    end
    else
    begin
        out = ina;
    end
    end
endmodule
`timescale 1ns / 1ps
module mux41(
    input[31:0] ina,inb,inc,ind,
    input [1:0]sel,
    output reg [31:0] out
    );
    always @ (ina or inb or inc or ind or sel)
        begin
            case (sel)
                2'b00 : out <= ina;
                2'b01 : out <= inb;
                2'b10 : out <= inc;
                2'b11 : out <= ind;
            endcase
        end
endmodule
</file>
<file path="design/flow/run.sh">
#!/bin/bash
# OpenROAD 26Q1-2900-gdf79404cd8, Yosys 0.63+post, stock flow scripts
make -C /OpenROAD-flow-scripts/flow DESIGN_CONFIG=/design/flow/config.mk WORK_HOME=/design/flow/orfs finish
</file>
<file path="design/flow/config.mk">
export PLATFORM = sky130hd
export DESIGN_NAME = EX
export DESIGN_NICKNAME = EX
export VERILOG_FILES = /design/flow/design.v
export SDC_FILE = /design/flow/constraint.sdc
export NUM_CORES = 4
export LEC_CHECK = 1
export CORE_UTILIZATION = 40
</file>
<file path="design/flow/constraint.sdc">
current_design EX

set clk_period 20.5
set clk_io_pct 0.2

create_clock -name clk0 -period $clk_period

set non_clock_inputs [all_inputs -no_clocks]
set_input_delay [expr $clk_period * $clk_io_pct] -clock clk0 $non_clock_inputs
set_output_delay [expr $clk_period * $clk_io_pct] -clock clk0 [all_outputs]
</file>
==> job_summary.md <==
## Synthesis and layout report

| Metric | Value |
|---|---|
| Status | `completed` |
| Largest net degree at the start of global routing | `69` |
| Final HPWL DP | `roughly 60000 um` |
| Port bufs | `roughly 310` |
| Area delta synth->final | `25.5%` |
| Core Rows | `~66` |
| Pre-placement core utilization | `between 40% and 50%` |
| Ys Warns | `5` |
| CP Launch Type | `input port` |
| Grt ovf | `0` |
| OpenROAD warnings | `106` |
| M1 WL | `27700 um` |
| Slew @ Worst Pin | `0.987 ns` |
| Worst setup path class | `input port to output port` |
| Post-CTS Hold Fix Bufs | `0` |
| Met2 Routed Length | `32700 um` |
| DIE WIDTH | `183 um` |
| CP required | `16.40 ns` |
| Share of post-route cells with drive strength above 1 | `5.33%` |
| Headroom to the max-slew limit | `32.5%` |
| Setup violators final | `0` |
| CP endpoint kind | `output port` |
| Synthesis area per yosys | `13200 um2` |
| Most used logic cell in the final layout | `clkdlybuf4s50_1` |
| Vias | `17055` |
| Register pins left without a clock | `36` |
| Mean Syn Cell Area | `approximately 6.8 um2` |
| Max-cap violations | `0` |
| DIE AREA | `33700 um2` |
| Synthesized cell area | `13200 um2` |
| Drt drc | `0` |
| Synthesized instance count | `1947` |
| Crit-path max cell delay | `0.86 ns` |
| Critical path endpoint | `PC_Branch_EX[29]` |
| Worst path depth | `13` |
| Final hold vios | `0` |
| Vias in the first global route | `15953` |
| Crit-path slowest cell | `a2111oi_0` |
| Final wirelength | `73700 um` |
| Max IR drop VDD | `0.0227 mV` |
| Top layer in use | `met4` |
| Max Clk Rate | `about 80 MHz` |
| DR vias/cell | `6.56` |
| Top cells excl fill/tap | `clkdlybuf4s50_1, nor2_1, mux2i_1, a21oi_1, nand2_1` |
| Post-CTS Setup Repair Bufs | `0` |
| Routed WL per cell | `28.3 um` |
| Ys flops | `36` |
| Routed Antenna Nets | `0` |
| Floorplan die height | `around 180 um` |
| 1st-iter DRT viols | `1677` |
| Main flop type | `dlxtn_1` |
| Setup repair after global routing missed its margin | `false` |
| Ys cells | `between 1500 and 2000` |
| Worst Path Arrival | `8.61 ns` |
| Post_cts resized | `0` |
| Pwr per Cell Area | `37.4 nW/um2` |
| CP Launch Point | `IMM_EX[1]` |
| Buf+Inv Stages, Crit Path | `2` |
| Min Tclk post-route | `12.71 ns` |
| CP delay by family, top | `AND-OR/OR-AND gates` |
| Min-Delay Path Class | `input port to output port` |
| Post-layout util | `50.9%` |
| Setup TNS | `0 ns` |
| Met3 wire len | `6850 um` |
| Max Slew Vio Count | `0` |
| Io pins | `~340` |
| Number of unconstrained endpoints | `between 60 and 70` |
| Initial DRT Pass Iterations | `6` |
| Core ar. | `32500 um2` |
| CP Cell Sequence | `clkdlybuf4s50_1 -> ha_1 -> a211o_1 -> a2111oi_0 -> o221ai_1 -> a31oi_1 -> o211ai_1 -> a31oi_1 -> nor2_1 -> o21ai_0 -> nor2b_1 -> xnor2_1 -> clkdlybuf4s50_1` |
| Initial antenna violation count | `3` |
| LEAKAGE | `approximately 0.0069 uW` |
| GP Congestion | `around 1.1` |
| Post-synth EDFFs | `0` |
| Cycle use final | `62.0%` |
| GRT Overall Usage | `43.6%` |
| First-pass GRT wire length | `around 110000 um` |
| Crit-path max FO | `4` |
| Cell variety after synth | `88` |
| Post-synth ARST share | `0%` |
metrics by stage:
step	hold WS, ns	setup WS, ns	power, uW	instance area (um2)	cells
after floorplan	8.25	9.73	356	13200	1947
after global placement	8.20	7.90	598	16500	2598
after detailed placement	8.20	7.92	596	16500	2598
after CTS	8.20	7.87	600	16500	2598
after global routing	8.20	7.60	655	16500	2601
final	8.20	7.79	619	16500	2601
how the worst min path moves through the flow:
stage | start | to | slack (ns) | cells past startpoint
4_1_cts | MemRead_EX | MemRead_EX_out | 8.20 | 0
5_1_grt | RD_EX[3] | rd_EX_out[3] | 8.20 | 0
6_report | MemRead_EX | MemRead_EX_out | 8.20 | 0
metal layers:
layer  track usage, %  up-vias
li1                 -     7702
met1             53.4     7909
met2             68.8     1165
met3             7.90      279
met4             31.7        0
met5                0        -
cell usage after synthesis (25+ instances only):
master	n	area, um2
nor2_1	188	706
mux2i_1	176	1760
a21oi_1	167	836
nand2_1	162	608
o21ai_0	140	701
ha_1	127	1590
inv_1	109	409
clkbuf_1	82	308
o2bb2ai_1	46	403
a211oi_1	45	338
nor3_1	45	225
dlxtn_1	36	541
o211ai_1	34	255
xnor2_1	33	289
nand3_1	29	145
buf_2	28	140
nand2b_1	28	175
a21o_1	26	195
a221oi_1	25	219
cell families (layout without fill, tap and decap cells):
kind of cell / after synthesis / in the layout / synth area share, %
AND-OR/OR-AND: 715 / 715 / 36.8
XOR/XNOR: 42 / 42 / 2.79
adder cells (fa/ha/maj): 130 / 130 / 12.5
buffers and inverters: 260 / 469 / 8.39
latches: 36 / 36 / 4.10
multiplexers: 195 / 195 / 15.1
other: 0 / 3 / 0
AND/OR/NAND/NOR: 569 / 569 / 20.4
state kept, by name, indices dropped and copies added (netlist names):
register	count
alu_control.ALUinput	4
alu.out	32
layout make-up:
| cell class | instances | area, um2 |
|---|---|---|
| tap | 442 | 553 |
| antenna | 3 | 7.51 |
| fill | 3214 | 15900 |
| sequential | 36 | 541 |
| multi-input combinational | 1651 | 11600 |
| inverter | 116 | 435 |
| timing repair buffer | 353 | 3410 |
where the power goes:
part | switching (uW) | leakage [uW] | internal [uW] | total [uW]
sequential | 2.46 | 0.000286 | 8.49 | 10.9
combinational | 367 | 0.00663 | 241 | 608
clock | 0 | 0.0000000190 | 0.0000196 | 0.0000196
Power is estimated from default activity; no workload was simulated.
